==> /design/flow/design.v <==
`default_nettype none
module top (
  input  logic hz100, reset,
  input  logic [20:0] pb,
  output logic [7:0] left, right,
         ss7, ss6, ss5, ss4, ss3, ss2, ss1, ss0,
  output logic red, green, blue,
  output logic [7:0] txdata,
  input  logic [7:0] rxdata,
  output logic txclk, rxclk,
  input  logic txready, rxready
);
  assign ss0 [6:0] = pb[6:0];
  bargraph b1 (.out({left[7:0], right[7:0]}), .in(pb[15:0]));
  decode3to8 dec1 (.in(pb[2:0]), .out({ss0[7],ss1[7],ss2[7],ss3[7],ss4[7],ss5[7],ss6[7],ss7[7]}));
endmodule
module bargraph(output logic [15:0] out, input logic [15:0] in);
  assign out[15] = |in[15];
  assign out[14] = |in[15:14];
  assign out[13] = |in[15:13];
  assign out[12] = |in[15:12];
  assign out[11] = |in[15:11];
  assign out[10] = |in[15:10];
  assign out[9] = |in[15:9];
  assign out[8] = |in[15:8];
  assign out[7] = |in[15:7];
  assign out[6] = |in[15:6];
  assign out[5] = |in[15:5];
  assign out[4] = |in[15:4];
  assign out[3] = |in[15:3];
  assign out[2] = |in[15:2];
  assign out[1] = |in[15:1];
  assign out[0] = |in[15:0];
endmodule
module decode3to8(input logic [2:0] in, output logic [7:0] out);
  logic [7:0] outInv;  
  assign outInv[0] = ~in[2] | ~in[1] | ~in[0];
  assign outInv[1] = ~in[2] | ~in[1] | in[0];
  assign outInv[2] = ~in[2] | in[1] | ~in[0];
  assign outInv[3] = ~in[2] | in[1] | in[0];
  assign outInv[4] = in[2] | ~in[1] | ~in[0];
  assign outInv[5] = in[2] | ~in[1] | in[0];
  assign outInv[6] = in[2] | in[1] | ~in[0];
  assign outInv[7] = in[2] | in[1] | in[0];
  assign out = ~outInv;
endmodule
==> /design/flow/run.sh <==
#!/bin/bash
# OpenROAD 26Q1-2900-gdf79404cd8, Yosys 0.63+post, stock flow scripts
make -C /OpenROAD-flow-scripts/flow DESIGN_CONFIG=/design/flow/config.mk WORK_HOME=/design/flow/orfs finish
==> /design/flow/config.mk <==
export PLATFORM = sky130hd
export DESIGN_NAME = top
export DESIGN_NICKNAME = top
export VERILOG_FILES = /design/flow/design.v
export SDC_FILE = /design/flow/constraint.sdc
export NUM_CORES = 4
export LEC_CHECK = 1
export CORE_AREA = 10 10 70 70
export DIE_AREA = 0 0 80 80
==> /design/flow/constraint.sdc <==
current_design top

set clk_period 6.2
set clk_io_pct 0.2

create_clock -name clk0 -period $clk_period

set non_clock_inputs [all_inputs -no_clocks]
set_input_delay [expr $clk_period * $clk_io_pct] -clock clk0 $non_clock_inputs
set_output_delay [expr $clk_period * $clk_io_pct] -clock clk0 [all_outputs]
==> impl_metrics.py <==
# Auto-generated metrics
metrics = {
    "status": {
        "outcome": "completed",
    },
    "cells_and_area": {
        "area_delta_synth_final_pct": 30.22,
        "layout_top_cell": "conb_1",
        "fin_area_sq_um": 975.9,
        "seq_cells": 0,
        "clockBufferCount": 0,
        "drive_above_1_share_pct": 4.255,
        "seq_area_sq_um": 0,
        "fill_cells": 380,
        "mostFrequentLayoutCells": "62 x conb_1, 47 x clkdlybuf4s50_1, 4 x nor3_1",
    },
    "power_and_ir_drop": {
        "p_int_mw": 0.02056,
        "switchingPower_mw": 0.01176,
        "clockPowerShare_pct": 0,
        "power_mw": 0.03232,
        "sw_frac_of_total_pct": 36.39,
        "p_per_area_nw_per_um2": 33.12,
        "ir_drop_mv": 0.006847,
        "pwr-share-comb_pct": 100.0,
        "p_seq_share_pct": 0,
        "p_leak_nw": 0.4379,
    },
    "global_routing": {
        "grt_pass1_vias": 632,
        "grt_max_degree": 12,
        "grt_antenna_before_repair": 0,
        "grt_use_total_pct": 5.426,
        "grt_pass1_wl_um": 3008,
        "grt_overflow": 0,
    },
    "route": {
        "via_per_inst": 3.053,
        "first_pass_iters": 2,
        "drc": 0,
        "routed_wl_um": 2229,
        "drt-wirelength-per-cell_um": 11.92,
        "num_antenna_cells": 0,
        "via_count": 571,
        "ant_nets": 0,
        "first_iter_violations": 7,
    },
    "final_timing": {
        "max_freq_mhz": 231.9,
        "hold_viol": 0,
        "whs_ps": 3314,
        "finalCriticalPeriod_ps": 4312,
        "fin_tns_setup_ps": 0,
        "slew_violations": 0,
        "setup_slack_ps": 1888,
        "rsz0062_at_grt": "no",
        "period_used_pct": 69.54,
        "setup_violations": 0,
    },
    "yosys": {
        "ys_seq_share_pct": 0,
        "yosys-top-cells-area": "buf_4 70%, nor3b_1 3.0%, nor4_4 2.8%, nor3_1 2.7%, nand2b_1 2.5%",
        "synth_stat.cells": 104,
        "ys_warn_count": 62,
        "synth_area_per_cell_sq_um": 7.206,
        "top_area_cell": "buf_4",
        "synth_top_area_share_pct": 70.12,
        "ys_types": 19,
        "ys_area_sq_um": 749.5,
        "syn-cell-area_sq_um": 749.5,
        "netlist_instances": 104,
    },
    "placement": {
        "post-dp-hpwl_um": 2095,
        "port_buffers": 47,
        "pre_cts_ws_ps": 1862,
        "place_congestion": 0.7751,
        "placed_cell_area_sq_um": 975.9,
    },
    "flow_run": {
        "maxCapViolations": 0,
        "warnings": 49,
    },
    "floorplan": {
        "coreArea_sq_um": 3416,
        "dieHeight_um": 80,
        "ioPinCount": 126,
        "die_w_um": 80,
        "initCoreUtil_pct": 21.94,
        "die_area_sq_um": 6400,
        "num_rows": 21,
    },
    "cts": {
        "postCtsSetupBuffers": 0,
        "postCtsHoldBufs": 0,
        "cts_resized": 0,
    },
    "hold_path": {
        "hold_class": "in2out",
    },
    "critical_path": {
        "cp.required_ps": 4960,
        "endpoint_kind": "output port",
        "arrival_ps": 3070,
        "worst_setup_path_start_kind": "primary input",
        "crit_fanout": 11,
        "criticalPathCategory": "in2out",
    },
}
-- kinds of logic after synthesis --
logic type | synth area share (%)
buf+inv | 71.28
simple gates | 28.22
other cells | 0.5004
-- power groups by stage --
| stage | logic (mW) | registers [mW] | clock network, mW |
|---|---|---|---|
| global route | 0.0369 | 0 | 0 |
| finish | 0.0323 | 0 | 0 |
| CTS | 0.0340 | 0 | 0 |
-- synth_stat cells --
| cell | instances |
|---|---|
| nor4_2 | 1 |
| conb_1 | 1 |
| or3_1 | 3 |
| and3_1 | 1 |
| nor3b_1 | 3 |
| buf_4 | 70 |
| nor4_4 | 1 |
| buf_2 | 1 |
| or2_2 | 3 |
| or4_1 | 1 |
| nor3_1 | 4 |
| nand2b_1 | 3 |
| nor4_1 | 1 |
| and3b_1 | 2 |
| nand4_1 | 2 |
| nand2_1 | 3 |
| nand3_2 | 1 |
| inv_1 | 1 |
| nor2_1 | 2 |
-- metal layers --
metal	GRT usage, %	vias to the layer above	share of wire (%)
met5	0	-	0
met4	0	0	0
met3	1.477	0	13
met2	10.83	52	52
met1	5.735	239	35
li1	-	280	-
-- final cells by class --
type,instances,area (sq um),area share [%]
inverter,1,3.754,0.3846
tap,46,57.56,5.897
multi-input combinational,93,444.2,45.51
timing repair buffer,47,470.5,48.21
-- path summary, 6_finish.rpt --
kind	end	from	depth (start not counted)
max	right[1]	pb[2]	4
min	ss0[6]	pb[6]	2
-- stage by stage --
stage | cells | util (%)
final | 187 | 28.57
after global routing | 187 | 28.57
after CTS | 187 | 28.57
after detailed placement | 187 | 28.57
after global placement | 187 | 28.57
after floorplan | 165 | -
-- worst max-delay path, cell delays in order --
cell and delay (ps):
clkdlybuf4s50_1 570, or4_1 540, or3_1 300, clkdlybuf4s50_1 420
No activity file was given, so power comes from the tool's default toggle rates.
